File: /design/flow/config.mk
export PLATFORM = sky130hd
export DESIGN_NAME = uart_full_duplex
export DESIGN_NICKNAME = uart_full_duplex
export VERILOG_FILES = /design/flow/design.v
export SDC_FILE = /design/flow/constraint.sdc
export NUM_CORES = 4
export LEC_CHECK = 1
export CORE_UTILIZATION = 30
File: /design/flow/constraint.sdc
current_design uart_full_duplex

set clk_period 4.2
set clk_io_pct 0.2

create_clock -name clk0 -period $clk_period [get_ports {clk}]

set non_clock_inputs [all_inputs -no_clocks]
set_input_delay [expr $clk_period * $clk_io_pct] -clock clk0 $non_clock_inputs
set_output_delay [expr $clk_period * $clk_io_pct] -clock clk0 [all_outputs]
File: /design/flow/design.v
`timescale 1ns / 1ps
module uart_full_duplex (
    input wire clk,             
    input wire reset,           
    input wire tx_start,        
    input wire [7:0] tx_data,   
    input wire rx,              
    output wire tx,             
    output wire [7:0] rx_data,  
    output wire tx_done,        
    output wire rx_done         
);
    uart_tx transmitter (
        .clk(clk),
        .reset(reset),
        .tx_start(tx_start),
        .data_in(tx_data),
        .tx(tx),
        .tx_done(tx_done)
    );
    uart_rx receiver (
        .clk(clk),
        .reset(reset),
        .rx(rx),
        .data_out(rx_data),
        .rx_done(rx_done)
    );
endmodule
`timescale 1ns / 1ps
module uart_rx (
    input wire clk,            
    input wire reset,          
    input wire rx,             
    output reg [7:0] data_out, 
    output reg rx_done         
);
    parameter CLK_FREQ = 50000000;     
    parameter BAUD_RATE = 9600;        
    parameter BIT_PERIOD = CLK_FREQ / BAUD_RATE;  
    reg [15:0] bit_cnt;        
    reg [3:0] bit_idx;         
    reg [7:0] rx_shift_reg;    
    reg rx_busy;               
    reg rx_start;              
    always @(posedge clk or posedge reset) begin
        if (reset) begin
            data_out <= 8'd0;
            rx_done <= 1'b0;
            rx_busy <= 1'b0;
            rx_start <= 1'b0;
            bit_cnt <= 16'd0;
            bit_idx <= 4'd0;
        end else if (!rx_busy && !rx && !rx_start) begin
            rx_start <= 1'b1;
            bit_cnt <= 16'd0;
        end else if (rx_start) begin
            if (bit_cnt < BIT_PERIOD / 2) begin
                bit_cnt <= bit_cnt + 16'd1;
            end else begin
                rx_start <= 1'b0;
                rx_busy <= 1'b1;
                bit_cnt <= 16'd0;
                bit_idx <= 4'd0;
            end
        end else if (rx_busy) begin
            if (bit_cnt < BIT_PERIOD - 1) begin
                bit_cnt <= bit_cnt + 16'd1;
            end else begin
                bit_cnt <= 16'd0;
                if (bit_idx < 4'd8) begin
                    rx_shift_reg <= {rx, rx_shift_reg[7:1]};
                    bit_idx <= bit_idx + 4'd1;
                end else if (bit_idx == 4'd8) begin
                    if (rx) begin
                        data_out <= rx_shift_reg;
                        rx_done <= 1'b1;
                    end
                    rx_busy <= 1'b0;
                end
            end
        end
    end
endmodule
`timescale 1ns / 1ps
module uart_tx (
    input wire clk,           
    input wire reset,         
    input wire tx_start,      
    input wire [7:0] data_in, 
    output reg tx,            
    output reg tx_done        
);
    parameter CLK_FREQ = 50000000;     
    parameter BAUD_RATE = 9600;        
    parameter BIT_PERIOD = CLK_FREQ / BAUD_RATE;  
    reg [15:0] bit_cnt;        
    reg [3:0] bit_idx;         
    reg [7:0] tx_shift_reg;    
    reg tx_busy;               
    always @(posedge clk or posedge reset) begin
        if (reset) begin
            tx <= 1'b1;         
            tx_done <= 1'b0;
            tx_busy <= 1'b0;
            bit_cnt <= 16'd0;
            bit_idx <= 4'd0;
        end else if (tx_start && !tx_busy) begin
            tx_shift_reg <= data_in;
            tx_busy <= 1'b1;
            tx_done <= 1'b0;
            bit_cnt <= 16'd0;
            bit_idx <= 4'd0;
            tx <= 1'b0;         
        end else if (tx_busy) begin
            if (bit_cnt < BIT_PERIOD - 1) begin
                bit_cnt <= bit_cnt + 16'd1;
            end else begin
                bit_cnt <= 16'd0;
                if (bit_idx < 4'd8) begin
                    tx <= tx_shift_reg[0];
                    tx_shift_reg <= tx_shift_reg >> 1;
                    bit_idx <= bit_idx + 4'd1;
                end else if (bit_idx == 4'd8) begin
                    tx <= 1'b1;
                    bit_idx <= bit_idx + 4'd1;
                end else begin
                    tx_busy <= 1'b0;
                    tx_done <= 1'b1;
                end
            end
        end
    end
endmodule
File: /design/flow/run.sh
#!/bin/bash
# OpenROAD 26Q1-2900-gdf79404cd8, Yosys 0.63+post, stock flow scripts
make -C /OpenROAD-flow-scripts/flow DESIGN_CONFIG=/design/flow/config.mk WORK_HOME=/design/flow/orfs finish
==> impl_metrics.py <==
# Generated from Yosys and OpenROAD reports
metrics = {
    "yosys": {
        "top_cell_area_share_pct": 38.3,
        "flop_cell": "dfrtp_1",
        "top_cell": "dfrtp_1",
        "synth.avg_cell_area_um2": 10.4,
        "postSynthSeqShare_pct": 52.9,
        "synth_top_cell_by_area": "dfrtp_1",
        "synthTopCellsByArea": "dfrtp_1 38%, edfxtp_1 14%, o21ai_0 4.8%",
        "yosys_area_um2": 3470,
        "synth_stat.cells": 334,
        "synth-seq-cells": 70,
        "postSynthCellCount": 334,
        "edf_count": 16,
        "synthArstFlopShare_pct": 77.1,
        "synthTopCellsByCount": "53 x dfrtp_1, 41 x nand2_1, 33 x o21ai_0",
        "synthesis.area_um2": 3470,
        "synthDistinctLibCells": 58,
        "ys.warnings.count": 2,
    },
    "timing": {
        "clock_skew_ns": 0.0133,
        "rsz0062_at_grt": "false",
        "finalHoldViolCount": 0,
        "worst_pin_slew_ns": 0.815,
        "finalSetupViolCount": 0,
        "layout_worst_path_cycle_share_pct": 61.1,
        "fmax_ghz": 0.390,
        "finalSetupTns_ns": 0,
        "fin_hold_ws_ns": 0.449,
        "max-slew-margin-rel_pct": 45.5,
        "fin_crit_ns": 2.57,
        "maxSlewViolCount": 0,
        "setup_ws_ns": 1.63,
    },
    "power": {
        "p_leak_nw": 1.74,
        "p_clk_share_pct": 42.6,
        "irDropWorstVdd_uv": 166,
        "power_density_nw_per_um2": 453,
        "combPwrFrac_pct": 12.8,
        "switchingPower_mw": 0.500,
        "pwr-share-seq_pct": 44.6,
        "netSwitchingFraction_pct": 26.5,
        "p_int_mw": 1.38,
    },
    "cts": {
        "cts_hold_buf": 0,
        "cts_root_buf": "clkbuf_16",
        "post_cts_buffers": 0,
        "cts_buffer_depth": 2,
        "cts_tree": "built",
        "clock-sinks": 70,
        "numCtsBuffers": 9,
        "htreeDepth": 3,
        "clk_latency_ns": 0.33,
        "ctsResizeCount": 0,
        "path_clk_slew_ns": 0.06,
    },
    "drt": {
        "vias": 2490,
        "post_drt_wl_per_cell_um": 13.0,
        "drt-total-wl_mm": 6.57,
        "drtPass1Iterations": 4,
        "drc": 0,
        "detail_route.vias_per_cell": 4.93,
        "antenna_left": 0,
        "antenna-diode-count": 0,
        "first_iter_violations": 173,
    },
    "global_route": {
        "gr-usage-met3_pct": 3.26,
        "grt_overflow": 0,
        "antenna_found_initial": 0,
        "track_usage_pct": 12.1,
        "grt.busiest_layer": "met1",
        "use_met2_pct": 16.9,
        "grt_first_pass_wirelength_mm": 11.2,
        "grt_max_degree": 55,
        "use_met1_pct": 19.6,
        "grt_pass1_vias": 2329,
    },
    "floorplan": {
        "fp_util_pct": 31.4,
        "ioPinCount": 23,
        "die_h_um": 109,
        "rows": 38,
        "core_area_um2": 11000,
        "die-width_um": 109,
        "die-area_um2": 12000,
    },
    "setup_path": {
        "path_cells": "ha_1, a21o_1, a311o_2, a2111oi_4, nor2_1, o211ai_1",
        "critPathMaxFanout": 13,
        "cp.arrival_ns": 2.81,
        "cp-startpoint": "receiver.bit_cnt[0]$_DFFE_PP0P_",
        "crit_buf_inv": 0,
        "r2r_start": "receiver.bit_cnt[0]$_DFFE_PP0P_",
        "crit_type": "reg -> reg",
        "slowest_delay_ns": 0.70,
        "crit_path_end_kind": "register",
        "crit_family": "AND-OR/OR-AND gates",
        "cp-start-kind": "register",
        "cpMaxStageDelayCell": "a2111oi_4",
        "cp.required_ns": 4.44,
    },
    "flow_run": {
        "openroad.warnings": 27,
        "cap_viol_max_count": 0,
    },
    "finish": {
        "drive_above_1_share_pct": 12.6,
        "final_cells": 505,
        "fillCellCount": 1068,
        "reg_top3": "receiver.bit_cnt (16), transmitter.bit_cnt (16)",
        "seq_area_um2": 1830,
        "logic_area_um2": 1540,
        "design_area_um2": 4160,
        "syn_to_final_growth_pct": 19.9,
    },
    "min_path": {
        "hold_path_startpoint": "receiver.rx_shift_reg[7]$_DFFE_PP_",
        "hp-class": "reg -> reg",
    },
    "placement": {
        "preCtsSetupSlack_ns": 1.42,
        "dpl_cell_area_um2": 3840,
        "gp_congestion": 0.816,
        "portBuffers": 22,
        "placedCellCount": 489,
        "hpwl_mm": 4.31,
    },
    "outcome": {
        "outcome": "completed",
    },
}
-- metrics by stage --
stage                     total power, mW  util, %
after floorplan                      1.02        -
after detailed placement             1.09     34.8
after global routing                 1.99     37.7
final                                1.88     37.7
after CTS                            1.90     37.7
after global placement               1.09     34.8
-- cell usage in the layout, fill, tap and decap left out, types with 2 or more instances in the layout --
| cell type | netlist | layout |
|---|---|---|
| a21oi_1 | 9 | 9 |
| buf_4 | 0 | 4 |
| clkinv_4 | 0 | 2 |
| xnor2_1 | 3 | 3 |
| clkbuf_16 | 0 | 9 |
| o21a_1 | 4 | 4 |
| o22a_1 | 2 | 2 |
| o22ai_1 | 4 | 4 |
| dfrtp_1 | 53 | 53 |
| or2_2 | 3 | 3 |
| a22o_1 | 3 | 3 |
| and4_1 | 2 | 2 |
| nand4_1 | 7 | 7 |
| mux2_4 | 8 | 8 |
| nand2b_1 | 5 | 5 |
| o21ai_0 | 33 | 33 |
| nor3_1 | 12 | 12 |
| o211ai_1 | 6 | 6 |
| clkdlybuf4s50_1 | 0 | 22 |
| clkinv_2 | 0 | 2 |
| o21ai_1 | 2 | 2 |
| nand3_1 | 11 | 11 |
| and3_1 | 2 | 2 |
| inv_1 | 11 | 10 |
| nor4_1 | 2 | 2 |
| mux2_2 | 2 | 2 |
| edfxtp_1 | 16 | 16 |
| a21o_1 | 2 | 2 |
| nand3b_1 | 2 | 2 |
| mux2i_1 | 2 | 2 |
| nand2_1 | 41 | 41 |
| xor2_1 | 5 | 5 |
| nor2b_1 | 4 | 4 |
| ha_1 | 6 | 6 |
| bufinv_16 | 0 | 2 |
| nor2_1 | 28 | 28 |
| or3_1 | 2 | 2 |
| a2111oi_0 | 2 | 2 |
| o2111ai_1 | 2 | 2 |
| and2_1 | 7 | 7 |
-- layout make-up --
class | count | area share [%]
multi-input combinational | 242 | 37.1
inverter | 11 | 0.993
sequential | 70 | 44.1
clock inverter | 6 | 2.11
timing repair buffer | 26 | 6.02
clock buffer | 10 | 5.51
tap | 140 | 4.21
-- metal layers --
metal	routed length [µm]	vias up	part of all wire (%)
met1	3410	1186	52
met5	0	-	0
li1	-	1257	-
met3	266	11	4.0
met2	2750	36	42
met4	146	0	2.2
-- path summary, 6_finish.rpt --
path / cells past startpoint / to / slack (ns)
max: 6 / receiver.bit_cnt[9]$_DFFE_PP0P_ / 1.63
min: 0 / receiver.rx_shift_reg[6]$_DFFE_PP_ / 0.45
max reg2reg: 6 / receiver.bit_cnt[9]$_DFFE_PP0P_ / 1.63
min reg2reg: 0 / receiver.rx_shift_reg[6]$_DFFE_PP_ / 0.45
max in group asynchronous: 3 / receiver.bit_idx[0]$_DFFE_PP0P_ / 2.51
min in group asynchronous: 3 / transmitter.bit_idx[3]$_DFFE_PP0P_ / 1.21
-- worst register-to-register path, delay by kind of cell, from the launching register on --
family	cells	cell delay [ns]
fa+ha+maj	1	0.27
compound gates	4	1.58
flops	1	0.40
simple gates	1	0.24
-- cells by family (layout without fill, tap and decap cells) --
family | after synthesis | in the layout | synth area share [%]
fa+ha+maj | 6 | 6 | 2.17
buf+inv | 22 | 53 | 2.67
flops | 70 | 70 | 52.9
simple gates | 140 | 140 | 21.0
mux | 12 | 12 | 4.69
xor+xnor | 8 | 8 | 2.02
compound gates | 76 | 76 | 14.5
-- power by group through the flow --
stage,sequential (mW),clock (mW),combinational (mW)
final,0.840,0.802,0.241
after global routing,0.854,0.858,0.273
after CTS,0.839,0.822,0.244
No activity file was given, so power comes from the tool's default toggle rates.
